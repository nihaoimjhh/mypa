--- flow/config.mk ---
export PLATFORM = sky130hd
export DESIGN_NAME = SEGstate
export DESIGN_NICKNAME = SEGstate
export VERILOG_FILES = /design/flow/design.v
export SDC_FILE = /design/flow/constraint.sdc
export NUM_CORES = 4
export LEC_CHECK = 1
export CORE_AREA = 10 10 70 70
export DIE_AREA = 0 0 80 80
export SYNTH_HDL_FRONTEND = slang
--- flow/constraint.sdc ---
current_design SEGstate

set clk_period 1.3
set clk_io_pct 0.2

create_clock -name clk0 -period $clk_period

set non_clock_inputs [all_inputs -no_clocks]
set_input_delay [expr $clk_period * $clk_io_pct] -clock clk0 $non_clock_inputs
set_output_delay [expr $clk_period * $clk_io_pct] -clock clk0 [all_outputs]
--- flow/design.v ---
module SEGstate(input reg [7:0]count,output reg [6:0]hex_high,output reg [6:0]hex_low,input state);
always @(*) begin
	if(state)begin
    case (count[7:4])
        4'b0000: hex_high = 7'b0000001;  
        4'b0001: hex_high = 7'b1001111;  
        4'b0010: hex_high = 7'b0010010;  
        4'b0011: hex_high = 7'b0000110;  
        4'b0100: hex_high = 7'b1001100;  
        4'b0101: hex_high = 7'b0100100;  
        4'b0110: hex_high = 7'b0100000;  
        4'b0111: hex_high = 7'b0001111;  
        4'b1000: hex_high = 7'b0000000;  
        4'b1001: hex_high = 7'b0000100;  
        4'b1010: hex_high = 7'b0001000;  
        4'b1011: hex_high = 7'b1100000;  
        4'b1100: hex_high = 7'b0110001;  
        4'b1101: hex_high = 7'b1000010;  
		4'b1110: hex_high = 7'b0110000; 
        4'b1111: hex_high = 7'b0111000;  
    endcase
    case (count[3:0])
        4'b0000: hex_low = 7'b0000001;  
        4'b0001: hex_low = 7'b1001111;  
        4'b0010: hex_low = 7'b0010010;  
        4'b0011: hex_low = 7'b0000110;  
        4'b0100: hex_low = 7'b1001100;  
        4'b0101: hex_low = 7'b0100100;  
        4'b0110: hex_low = 7'b0100000;  
        4'b0111: hex_low = 7'b0001111;  
        4'b1000: hex_low = 7'b0000000;  
        4'b1001: hex_low = 7'b0000100;  
        4'b1010: hex_low = 7'b0001000;  
        4'b1011: hex_low = 7'b1100000;  
        4'b1100: hex_low = 7'b0110001;  
        4'b1101: hex_low = 7'b1000010;  
        4'b1110: hex_low = 7'b0110000;  
        4'b1111: hex_low = 7'b0111000;  
    endcase
	end
      else begin
	hex_high=7'b1111111;
	hex_low=7'b1111111;
	  end
end
endmodule
--- flow/run.sh ---
#!/bin/bash
# OpenROAD 26Q1-2900-gdf79404cd8, Yosys 0.63+post, stock flow scripts
make -C /OpenROAD-flow-scripts/flow DESIGN_CONFIG=/design/flow/config.mk WORK_HOME=/design/flow/orfs finish
==> impl_metrics.ini <==
; synthesis and place-and-route metrics
[status]
status = finished, violations left
violations = negative setup slack

[placed_design]
numPortBuffers = 23
post_dp_cell_area_um2 = 998
place_congestion = 0.843
place_ws_ns = -0.931
dp_hpwl_mm = 1.53
dp_cells = 161

[cells_and_area]
clockBufferCount = 0
final_core_utilization = 0.375
area_delta_synth_final_pct = 125
finalInstanceArea_mm2 = 0.00128
nFillCells = 328
final_cells = 168
seq_area_um2 = 0
drive_gt1_frac = 0.680
seq_cells = 0

[synthesis]
yosys.area.top_type = ha_1
synth_area_um2 = 571
syn_area_per_cell_um2 = 7.82
ys_cells = 73
syn-instance-count = 73
synth_warnings = 0
synth_cell_types = 21
yosys-stat-area_um2 = 571
top_cell = ha_1
top_area_frac = 0.307
ys_seq_share = 0
topCellsByArea = ha_1 31%, mux2i_1 12%, o221ai_1 4.6%
ys_top_cells_by_count = 14 x ha_1, 7 x mux2i_1, 6 x inv_1

[power_and_ir_drop]
power_density_mw_per_mm2 = 291
total_power_uw = 373
leakage_nw = 0.538
vdd_drop_max_mv = 0.136

[worst_setup_path]
critical_path.max_stage_delay_ns = 0.27
path_cells = buf_6, buf_6, ha_4, mux2_4, nand2_1, o311ai_1, buf_2
critical_path_class = in -> out
cp.arrival_ns = 1.18
cp_common_cell = buf_6
crit_slowest_cell = mux2_4
endpoint_kind = output pin
cp-start-kind = primary input
critical_path_peak_fanout = 4
cp.required_ns = 1.04

[sta]
period_minus_slack_ns = 1.44
slew_violations = 0
finalSetupViolCount = 13
rsz0062_at_grt = true
max_slew_margin = 0.844
post-route-period-util = 1.11
timing.final.ws_setup_ns = -0.144
hold_violations = 0
holdWs_ns = 0.969
max_slew.worst_pin.slew_ns = 0.231
clock.fmax_mhz = 693
setup_tns_ns = -0.934

[global_route]
grt_pass1_vias = 719
grtUsageTotal = 0.0610
grt_max_degree = 9
grt_overflow = 0
antenna_found_initial = 0
grt_first_pass_wirelength_mm = 3.35

[hold_path]
min_to = hex_high[5]
hold_path_startpoint = count[5]
hold_depth = 5
min_path_type = in -> out

[die]
coreArea_mm2 = 0.00342
die-width_um = 80
ios = 23
die_area_mm2 = 0.00640
rows = 21
die_h_um = 80
fp_util = 0.167

[run]
warnings = 46
maxCapViolCount = 0

[detailed_routing]
post_drt_wl_per_cell_um = 12.5
met3_length_um = 71
drc = 0
wl_met1_mm = 1.10
top_layer = met3
route.met2.wl_um = 926
wl_mm = 2.10
ant_nets = 0
drt_iter0_drc = 9
vias = 729
n_antenna_cell = 0
drt_first_pass_iters = 2
viasPerCell = 4.34

[clock_network]
cts_hold_buf = 0
==> how the worst max path moves through the flow <==
stage	from	endpoint	slack, ns	depth (start not counted)
global route	count[1]	hex_low[3]	-0.20	8
CTS	count[1]	hex_low[1]	-0.14	7
finish	count[1]	hex_low[1]	-0.14	7
==> per-layer routing <==
metal | track usage | vias to the layer above
met3 | 0.00909 | 0
met2 | 0.100 | 15
met5 | 0 | -
met4 | 0.00352 | 0
met1 | 0.0850 | 348
li1 | - | 366
==> repair_timing <==
action,4_1_cts,5_1_grt
setup buffers,6,1
resized,133,14
pin swaps,19,12
endpoints found under the setup margin,14,14
==> where the power goes <==
part           internal, mW  leakage, nW  total, mW  switching (mW)
clock                     0            0          0               0
combinational         0.214        0.538      0.373           0.160
sequential                0            0          0               0
==> layout make-up <==
class	instances	area [um2]	share of cell area
repair buffers	53	463	0.361
well taps	46	57.6	0.0449
inverters	7	38.8	0.0303
multi-input cells	62	722	0.563
==> placed cells by master, fill, tap and decap left out, drive strengths merged, types with 3 or more instances in the layout <==
master	n
o31a	3
nand2	5
o221ai	3
nor2b	3
buf	49
nand3	4
mux2i	7
o21ai	4
ha	14
nand2b	3
inv	7
clkdlybuf4s15	3
o211ai	3
==> kinds of logic after synthesis <==
logic type / synth area share
AND-OR/OR-AND: 0.254
buffers and inverters: 0.103
AND/OR/NAND/NOR: 0.173
multiplexers: 0.162
adder cells (fa/ha/maj): 0.307
==> critical path, delay by kind of cell <==
kind            cells  cell delay, ns
buf+inv             3            0.34
mux                 1            0.27
fa+ha+maj           1            0.16
compound gates      1            0.09
simple gates        1            0.06
Power is estimated from default activity; no workload was simulated.
