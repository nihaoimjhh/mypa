**flow/config.mk**
```make
export PLATFORM = sky130hd
export DESIGN_NAME = ysyx_24090003_cpu
export DESIGN_NICKNAME = ysyx_24090003_cpu
export VERILOG_FILES = /design/flow/design.v
export SDC_FILE = /design/flow/constraint.sdc
export NUM_CORES = 4
export LEC_CHECK = 1
export CORE_UTILIZATION = 30
export SYNTH_HDL_FRONTEND = slang
```
**flow/constraint.sdc**
```tcl
current_design ysyx_24090003_cpu

set clk_period 4.1
set clk_io_pct 0.2

create_clock -name clk0 -period $clk_period [get_ports {cpu_clk}]

set non_clock_inputs [all_inputs -no_clocks]
set_input_delay [expr $clk_period * $clk_io_pct] -clock clk0 $non_clock_inputs
set_output_delay [expr $clk_period * $clk_io_pct] -clock clk0 [all_outputs]
```
**flow/design.v**
```verilog
(*dont_touch = "true"*)   
module ysyx_24090003_ALU(
    input [31:0] operand1,
    input [31:0] operand2,
    input [2:0] alu_control,
    output  [31:0] result
);
assign result=(alu_control == 3'b000) ? operand1 + operand2 :
       0;
endmodule
(*dont_touch = "true"*)   
module ysyx_24090003_EXU(
    input cpu_clk,
    input [31:0] imm,
    input [31:0] pc,
    input [6:0] opcode,
    input [2:0] funct,
    input [4:0] rd,
    input [31:0] reg_read_data1,
    input [31:0] reg_read_data2,
    output [31:0] EXnpc,
    output [31:0] EXspc,
    output [31:0] EXaddr,
    output [31:0] addr_write_data,
    output [31:0] reg_write_data,
    output  [4:0] EXrd,
    output  reg_write_enable,
    output  addr_write_enable,
    output  npc_write_enable,
    output  spc_write_enable
    );
    reg [31:0] operand1_r;
    reg [31:0] operand2_r;
    wire [31:0] operand1;
    wire [31:0] operand2;
    reg [31:0] addr_write_data_r;
    reg [31:0] reg_write_data_r;
    reg [2:0] alu_control;
    reg reg_write_data_enable_r;
    reg addr_write_data_enable_r;
    reg npc_write_enable_r;
    reg spc_write_enable_r;
    reg [31:0]EXnpc_r;
    reg [31:0]EXspc_r;
    reg [4:0]EXrd_r;
    reg [31:0]EXaddr_r;
    wire [31:0]alu_result;
import "DPI-C" function void finish_simulation();
always@(*)begin
    if(opcode==7'b1110011&&funct==3'b000)
    begin
        finish_simulation();
    end
end
assign operand1 = operand1_r;
assign operand2 = operand2_r;
assign reg_write_data = reg_write_data_r;
assign EXrd = EXrd_r;
assign addr_write_data = addr_write_data_r;
assign EXnpc = EXnpc_r;
assign EXspc = EXspc_r; 
assign EXaddr = EXaddr_r;
assign reg_write_enable = reg_write_data_enable_r;
assign addr_write_enable = addr_write_data_enable_r;
assign npc_write_enable = npc_write_enable_r;
assign spc_write_enable = spc_write_enable_r;
always @(*) begin
    case (opcode)
        7'b0010011: begin
            case (funct)
                  3'b000: begin
                    alu_control = 3'b000;
                    operand1_r = reg_read_data1;
                    operand2_r = imm;
                    reg_write_data_r= alu_result;
                    EXrd_r = rd;
                    addr_write_data_r= 0;
                    reg_write_data_enable_r = 1;
                    addr_write_data_enable_r = 0;
                    npc_write_enable_r = 0;
                    spc_write_enable_r = 0;
                    EXnpc_r = pc;
                    EXspc_r = pc;
                    EXaddr_r = 0;
                  end
                default:begin
                    operand1_r = 0;
                    operand2_r = 0;
                    reg_write_data_enable_r = 0;
                    addr_write_data_enable_r = 0;
                    npc_write_enable_r =0 ;
                    spc_write_enable_r =0 ;
                    reg_write_data_r =0 ;
                    addr_write_data_r =0 ;
                    EXnpc_r =pc;
                    EXspc_r =pc ;
                    EXrd_r =0 ;
                    EXaddr_r = 0;
                end
            endcase
        end
  default: begin
                operand1_r = 0;
                operand2_r = 0;
                reg_write_data_enable_r = 0;
                addr_write_data_enable_r = 0;
                npc_write_enable_r = 0;
                spc_write_enable_r = 0;
                reg_write_data_r = 0;
                addr_write_data_r = 0;
                EXnpc_r = pc;
                EXspc_r = pc;
                EXrd_r =0 ;
                EXaddr_r = 0;
            end
    endcase
end
ysyx_24090003_ALU ysyx_24090003_alu (
    .operand1(operand1),
    .operand2(operand2),
    .alu_control(alu_control),
    .result(alu_result)
);
endmodule
(*dont_touch = "true"*)   
module ysyx_24090003_IDU(
    input [31:0] inst,
    output [4:0] rs1,
    output [4:0] rs2,
    output [4:0] rd,
    output [6:0] opcode,
    output [2:0] funct,
    output [31:0] imm
);
assign rs1 = inst[19:15];
assign rs2 = inst[24:20];
assign rd = inst[11:7];
assign funct = inst[14:12];
assign opcode = inst[6:0];
ysyx_24090003_ImmT ysyx_24090003_immT(
    .inst(inst),
    .imm(imm)
);
endmodule
(*dont_touch = "true"*)   
module ysyx_24090003_IFU(
    input cpu_clk,
    input cpu_rs,
    input [31:0] addr_read_data,  
    input [31:0] EXnpc,  
    input [31:0] EXspc,  
    input npc_write_enable,
    input spc_write_enable,
    output [31:0] inst,
    output [31:0] npc,  
    output [31:0] pc  
);
    reg [31:0] pc_r;
    reg [31:0] npc_r;
    reg [31:0] spc_r;
    reg [31:0] inst_r;
    assign inst = inst_r;
    assign npc = npc_r;
    assign pc = pc_r;
    always @(posedge cpu_clk or posedge cpu_rs) begin
        if (cpu_rs) begin
            pc_r <= 32'h80000000;  
            npc_r <= 32'h80000000;  
            spc_r <= 32'h80000000;  
            inst_r <= 32'b0;  
            npc_r <= 32'h80000000;  
        end else begin
            case(npc_write_enable)
            1:
                npc_r <= EXnpc;  
            0:
                npc_r <= pc_r + 4;  
            endcase
            case(spc_write_enable)
            1:
                spc_r <= EXspc;  
            0:
                spc_r <= 32'b0;  
            endcase
            pc_r <= npc_r;  
            inst_r <= addr_read_data;  
        end
    end
endmodule
(*dont_touch = "true"*)   
module ysyx_24090003_ITF(
    input [6:0]inst,
    output [2:0]Itype
);
assign Itype = (inst[6:0]==7'b0010011)?3'b001:
               (inst[6:0]==7'b1110011)?3'b000:
               3'b000; 
endmodule
(*dont_touch = "true"*)   
module ysyx_24090003_ImmT( 
    input [31:0]inst,
    output reg [31:0]imm
);
    wire [2:0] Itype;
    wire [31:0] immI;
    wire [31:0] immS;
    wire [31:0] immB;
    wire [31:0] immU;
    wire [31:0] immJ;
ysyx_24090003_ITF ysyx_24090003_instType(
    .inst(inst[6:0]),
    .Itype(Itype)
);
    assign immI = {{20{inst[31]}}, inst[31:20]};
    assign immS = {{20{inst[31]}}, inst[31:25], inst[11:7]};
    assign immB = {{19{inst[31]}}, inst[31], inst[7], inst[30:25], inst[11:8], 1'b0};
    assign immU = {inst[31:12], 12'b0};
    assign immJ = {{12{inst[31]}}, inst[19:12], inst[20], inst[30:21], 1'b0};
    always @(*) begin
        case (Itype)
            3'b001: imm = immI;
            3'b010: imm = immS;
            3'b011: imm = immB;
            3'b100: imm = immU;
            3'b101: imm = immJ;
            default: imm = 32'b1; 
        endcase
    end
endmodule
(*dont_touch = "true"*)   
module ysyx_24090003_cpu(
    input cpu_clk,
    input cpu_rs,
    input [31:0]addr_read_data,
    output [31:0]npc,
    output [31:0]addr_write_data,
    output [31:0]EXaddr,
    output addr_write_enable
    );
wire [31:0] imm;
wire [31:0] inst;
wire [4:0]rs1;
wire [4:0]rs2;
wire [4:0]rd;
wire [6:0]opcode;
wire [2:0]funct;
wire [31:0] reg_write_data;
wire reg_write_enable;
wire npc_write_enable;
wire spc_write_enable;
wire [31:0] reg_read_data1;
wire [31:0] reg_read_data2;
wire [31:0] EXnpc;
wire [31:0] EXspc;
wire [4:0] EXrd;
wire [31:0] pc;
ysyx_24090003_IFU ysyx_24090003_IFU(
    .inst(inst),
    .npc(npc),
    .pc(pc),
    .cpu_clk(cpu_clk),
    .cpu_rs(cpu_rs),
    .addr_read_data(addr_read_data),
    .EXnpc(EXnpc),
    .EXspc(EXspc),
    .npc_write_enable(npc_write_enable),
    .spc_write_enable(spc_write_enable)
);   
ysyx_24090003_IDU ysyx_24090003_IDU(
    .inst(inst),
    .rs1(rs1),
    .rs2(rs2),
    .rd(rd),
    .opcode(opcode),
    .funct(funct),
    .imm(imm)
);
ysyx_24090003_EXU ysyx_24090003_EXU(
    .cpu_clk(cpu_clk),
    .imm(imm),
    .pc(pc),
    .opcode(opcode),
    .funct(funct),
    .rd(rd),
    .reg_read_data1(reg_read_data1),
    .reg_read_data2(reg_read_data2),
    .EXnpc(EXnpc),
    .EXspc(EXspc),
    .EXaddr(EXaddr),
    .addr_write_data(addr_write_data),
    .reg_write_data(reg_write_data),
    .EXrd(EXrd),
    .reg_write_enable(reg_write_enable),
    .addr_write_enable(addr_write_enable),
    .npc_write_enable(npc_write_enable),
    .spc_write_enable(spc_write_enable)
);
ysyx_24090003_regcontrol ysyx_24090003_regcontrol(
    .cpu_clk(cpu_clk),
    .rs1(rs1),
    .rs2(rs2),
    .EXrd(EXrd),
    .reg_write_enable(reg_write_enable),
    .reg_write_data(reg_write_data),
    .reg_read_data1(reg_read_data1),
    .reg_read_data2(reg_read_data2)
);
endmodule
(*dont_touch = "true"*)   
module ysyx_24090003_regcontrol(
    input cpu_clk,
    input [4:0] rs1,
    input [4:0] rs2,
    input [4:0] EXrd,
    input reg_write_enable,
    input [31:0] reg_write_data,
    output [31:0] reg_read_data1,
    output [31:0] reg_read_data2
);
    reg [31:0] gpr [31:0];
    assign reg_read_data1 = gpr[rs1];
    assign reg_read_data2 = gpr[rs2];
    always @(posedge cpu_clk) begin
       if (reg_write_enable) begin
            gpr[EXrd] <= reg_write_data;
        end
        else 
        begin
            gpr[EXrd] <= gpr[EXrd];
        end
    end
endmodule
```
**flow/run.sh**
```bash
#!/bin/bash
# OpenROAD 26Q1-2900-gdf79404cd8, Yosys 0.63+post, stock flow scripts
make -C /OpenROAD-flow-scripts/flow DESIGN_CONFIG=/design/flow/config.mk WORK_HOME=/design/flow/orfs finish
```
==> reports/qor.txt <==
hold path cells - 0
CTS tree - done
met1 Track Usage GR - 14.4%
Total GRT Usage - 8.79%
cell-internal power - 0.000945 W
antenna-violating nets left - 0
Syn Area/Cell - 12.4 um^2
Final Hold Viols - 0
Top cells by area - dfrtp_1 (58%), buf_4 (18%), xnor2_1 (7.2%), nand4_1 (3.0%), nand3_1 (2.0%)
initial antenna violation count - 0
max-slew violations - 0
DR vias/cell - 3.83
cell count after placement - 357
CTS Sinks - 64
Post-synth EDFFs - 0
clock skew - 0.00727 ns
Yosys top cell by area - dfrtp_1
Yosys top cell by instances - buf_4
Synth flops - 64
Max-slew headroom - 56.9%
DR pass1 iterations - 4
Post-DP Area - 0.00291 mm^2
OpenROAD warnings - 57
setup TNS after final layout - 0 ns
RSZ-0062 raised after global routing - no
clock root cell - clkbuf_8
Worst setup EP type - output port
r2r worst-path depth - 4
ANT cells - 0
first-pass GRT wire length - 6370 um
layout cells sized above 1 - 7.92%
most used routing layer - met1
Tot Pwr - 0.00118 W
CTS clk-pin slew, worst paths - 0.06 ns
WP depth - 1
Core Util at FP - 31.0%
CTS buffer count - 9
Worst Path Buf+Inv - 1
Net Sw Power - 0.000235 W
hold_buf cts - 0
HPWL after detailed placement - 2770 um
Die H - 96.7 um
endpoints failing setup - 0
yosys stat area - 0.00269 mm^2
Clock Power Share - 45.3%
Required @ worst endpoint - 3.28 ns
num rows - 34
Switching Share - 19.9%
DRC - 0
final wirelength - 4070 um
PwrDens - 379 mW/mm^2
slew at the pin closest to its max-slew limit - 0.641 ns
core area - 0.00868 mm^2
Post-Syn Area - 0.00269 mm^2
chip area - 0.00935 mm^2
grt met2 use - 11.6%
Yosys top cell area share - 57.7%
die extent in x - 96.7 um
final worst path period need - 2.12 ns
post-cts gate resize count - 0
fmax - 471 MHz
Post-CTS Setup Bufs - 0
Max clock buf depth - 2
Yosys cell types - 19
via count - 1429
layout overhead on the synthesized area - 15.8%
GP Congestion - 0.809
io pins - 131
yosys stat cell total - 216
CP delay by family, top - flip-flops
total grt overflow - 0
GR Layer Usage met3 - 3.38%
status - finished, final reports clean
WS Path Type - flop to output port
Peak VDD IR - 0.000189 V
iteration-0 DRC count of the detailed router - 43
warnings from Yosys - 0
Seq/Total Area, Yosys - 59.7%
Post-Layout Inst Area - 0.00311 mm^2
crit path launch type - flop
vias in the first global route - 1239
CP max FO - 2
largest net degree at the start of global routing - 42
slowest stage delay, CP - 0.52 ns
Post-synth top cells - buf_4 (65), dfrtp_1 (62), xnor2_1 (22)
Critical Path, Cell by Cell - clkdlybuf4s50_1
Worst Path Arrival - 1.30 ns
Pleak - 1.49 nW
Worst Hold Class - flop to flop
Most used DFF post-synth - dfrtp_1
max_cap viols - 0
CP max stage cell - dfstp_2
average wire per standard cell - 10.9 um
port bufs - 33
Combinational Power Share - 1.2%
clock latency (worst-skew pair) - 0.34 ns
final core utilization - 35.9%
share of power burned in registers - 53.5%
Synth async-reset ratio - 100%
H-tree levels - 3
Non-Filler Instances - 373
Post-Syn Instances - 216
Final Cycle Share - 51.8%
## path summary, 6_finish.rpt
check / to / startpoint / slack [ns]
worst max-delay path: npc[31] / ysyx_24090003_IFU.npc[31] / 1.98
worst min-delay path: ysyx_24090003_IFU.npc[0] / ysyx_24090003_IFU.pc[0] / 0.35
worst max register to register: ysyx_24090003_IFU.npc[30] / ysyx_24090003_IFU.pc[10] / 2.36
worst min register to register: ysyx_24090003_IFU.npc[0] / ysyx_24090003_IFU.pc[0] / 0.35
max in group asynchronous: ysyx_24090003_IFU.pc[14] / cpu_rs / 2.42
min in group asynchronous: ysyx_24090003_IFU.npc[1] / cpu_rs / 0.82
## layout make-up
cell class | count | area (um^2)
flip-flops and latches | 64 | 1600
multi-input cells | 147 | 822
repair buffers | 34 | 338
inverters | 4 | 15.0
clock inverters | 3 | 40.0
clock buffers | 13 | 159
fillers | 846 | 5570
well taps | 108 | 135
## logic make-up (layout without fill, tap and decap cells)
group	after synthesis	in the layout	share of synthesized area, %
xor+xnor	28	28	9.12
fa+ha+maj	1	1	0.465
buf+inv	69	54	18.7
flops	64	64	59.7
other cells	1	65	0.139
simple gates	53	53	11.9
## flip-flops by register name, indices dropped and copies added (netlist names)
signal	count
ysyx_24090003_IFU.npc	32
ysyx_24090003_IFU.pc	32
## metrics by stage
step	hold WS, ns	worst slack (ns)
after global routing	0.368	1.94
after global placement	0.334	2.01
after detailed placement	0.335	2.00
after CTS	0.349	1.96
final	0.348	1.98
after floorplan	0.331	1.69
## power by group through the flow
| stage | Sequential (W) | Clock (W) | Combinational [W] |
|---|---|---|---|
| 5_1_grt | 0.000631 | 0.000574 | 0.0000200 |
| 4_1_cts | 0.000631 | 0.000548 | 0.0000160 |
| 6_report | 0.000632 | 0.000535 | 0.0000143 |
## metal layers
| layer | share of wire (%) | wire length [um] |
|---|---|---|
| met2 | 41 | 1690 |
| met1 | 49 | 2000 |
| met4 | 1.1 | 44 |
| met5 | 0 | 0 |
| met3 | 8.3 | 337 |
## cells in the final DEF, fill, tap and decap left out
master	instances
conb_1	65
dfrtp_1	62
clkdlybuf4s50_1	33
xnor2_1	22
nand4_1	13
nand3_1	11
clkbuf_8	11
nand2_1	10
nor2_1	6
xor2_1	6
nor3_1	4
inv_1	3
nor4_4	2
and3_1	2
nor4_1	2
clkbuf_1	2
clkinv_2	2
dfstp_2	2
nand4_4	1
and2_1	1
and4_1	1
inv_2	1
ha_1	1
bufinv_16	1
buf_4	1
Power is estimated from default activity; no workload was simulated.
