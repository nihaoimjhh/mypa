==> flow/design.v <==
module SEGascii(input reg [7:0]count,output reg [6:0]hex_high,output reg [6:0]hex_low,input state);
reg [7:0]ascii;
	scancode_to_ascii my_turn(count,ascii);
always @(*) begin
	if(state)begin
    case (ascii[7:4])
        4'b0000: hex_high = 7'b0000001;  
        4'b0001: hex_high = 7'b1001111;  
        4'b0010: hex_high = 7'b0010010;  
        4'b0011: hex_high = 7'b0000110;  
        4'b0100: hex_high = 7'b1001100;  
        4'b0101: hex_high = 7'b0100100;  
        4'b0110: hex_high = 7'b0100000;  
        4'b0111: hex_high = 7'b0001111;  
        4'b1000: hex_high = 7'b0000000;  
        4'b1001: hex_high = 7'b0000100;  
        4'b1010: hex_high = 7'b0001000;  
        4'b1011: hex_high = 7'b1100000;  
        4'b1100: hex_high = 7'b0110001;  
        4'b1101: hex_high = 7'b1000010;  
		4'b1110: hex_high = 7'b0110000; 
        4'b1111: hex_high = 7'b0111000;  
    endcase
    case (ascii[3:0])
        4'b0000: hex_low = 7'b0000001;  
        4'b0001: hex_low = 7'b1001111;  
        4'b0010: hex_low = 7'b0010010;  
        4'b0011: hex_low = 7'b0000110;  
        4'b0100: hex_low = 7'b1001100;  
        4'b0101: hex_low = 7'b0100100;  
        4'b0110: hex_low = 7'b0100000;  
        4'b0111: hex_low = 7'b0001111;  
        4'b1000: hex_low = 7'b0000000;  
        4'b1001: hex_low = 7'b0000100;  
        4'b1010: hex_low = 7'b0001000;  
        4'b1011: hex_low = 7'b1100000;  
        4'b1100: hex_low = 7'b0110001;  
        4'b1101: hex_low = 7'b1000010;  
        4'b1110: hex_low = 7'b0110000;  
        4'b1111: hex_low = 7'b0111000;  
    endcase
	end
      else begin
	hex_high=7'b1111111;
	hex_low=7'b1111111;
	  end
end
endmodule
module scancode_to_ascii (
    input [7:0] scancode,   
    output reg [7:0] ascii  
);
    always @(*) begin
        case (scancode)
            8'h1C: ascii = 8'h61;  
            8'h32: ascii = 8'h62;  
            8'h21: ascii = 8'h63;  
            8'h23: ascii = 8'h64;  
            8'h24: ascii = 8'h65;  
            8'h2B: ascii = 8'h66;  
            8'h34: ascii = 8'h67;  
            8'h33: ascii = 8'h68;  
            8'h43: ascii = 8'h69;  
            8'h3B: ascii = 8'h6A;  
            8'h42: ascii = 8'h6B;  
            8'h4B: ascii = 8'h6C;  
            8'h3A: ascii = 8'h6D;  
            8'h31: ascii = 8'h6E;  
            8'h44: ascii = 8'h6F;  
            8'h4D: ascii = 8'h70;  
            8'h15: ascii = 8'h71;  
            8'h2D: ascii = 8'h72;  
            8'h1B: ascii = 8'h73;  
            8'h2C: ascii = 8'h74;  
            8'h3C: ascii = 8'h75;  
            8'h2A: ascii = 8'h76;  
            8'h1D: ascii = 8'h77;  
            8'h22: ascii = 8'h78;  
            8'h35: ascii = 8'h79;  
            8'h1A: ascii = 8'h7A;  
            8'h16: ascii = 8'h31;  
            8'h1E: ascii = 8'h32;  
            8'h26: ascii = 8'h33;  
            8'h25: ascii = 8'h34;  
            8'h2E: ascii = 8'h35;  
            8'h36: ascii = 8'h36;  
            8'h3D: ascii = 8'h37;  
            8'h3E: ascii = 8'h38;  
            8'h46: ascii = 8'h39;  
            8'h45: ascii = 8'h30;  
            default: ascii = 8'h00;  
        endcase
    end
endmodule
==> flow/run.sh <==
#!/bin/bash
# OpenROAD 26Q1-2900-gdf79404cd8, Yosys 0.63+post, stock flow scripts
make -C /OpenROAD-flow-scripts/flow DESIGN_CONFIG=/design/flow/config.mk WORK_HOME=/design/flow/orfs finish
==> flow/config.mk <==
export PLATFORM = sky130hd
export DESIGN_NAME = SEGascii
export DESIGN_NICKNAME = SEGascii
export VERILOG_FILES = /design/flow/design.v
export SDC_FILE = /design/flow/constraint.sdc
export NUM_CORES = 4
export LEC_CHECK = 1
export CORE_AREA = 10 10 99 99
export DIE_AREA = 0 0 109 109
export SYNTH_HDL_FRONTEND = slang
==> flow/constraint.sdc <==
current_design SEGascii

set clk_period 4.6
set clk_io_pct 0.2

create_clock -name clk0 -period $clk_period

set non_clock_inputs [all_inputs -no_clocks]
set_input_delay [expr $clk_period * $clk_io_pct] -clock clk0 $non_clock_inputs
set_output_delay [expr $clk_period * $clk_io_pct] -clock clk0 [all_outputs]
==> flow_summary.yaml <==
# physical design summary
setup_path:
  worstPathMaxFanout: 5
  crit_type: "primary input to primary output"
  worstSetupEndpoint: "hex_high[5]"
  worstSetupStartpoint: "count[4]"
  worstSetupEndpointType: "primary output"
  required_ns: 3.68
  startpoint_type: "primary input"
  critPathArrivalTime_ns: 3.53
floorplan:
  boundaryPins: 23
  die_y_um: 109
  placementRows: 32
  fp.dieW_um: 109
  dieArea_mm2: 0.01188
  core_area_mm2: 0.007727
  initCoreUtil_pct: 16.05
grt:
  first_global_vias: 1596
  gr-max-usage-layer: "met2"
  gr-usage-met2_pct: 13.11
  met3_usage_pct: 0.6571
  grt_max_degree: 12
  grt_use_total_pct: 7.432
  overflow: 0
  gr-usage-met1_pct: 9.862
  grt_pass1_wl_um: 7500
  antenna_found_initial: 0
job:
  maxCapViolCount: 0
  tool_warnings: 48
finish:
  final_core_util_pct: 29.05
  drive_gt1_share_pct: 44.66
  seq_cells: 0
  nClkBuffers: 0
  seqCellArea_um2: 0
  most-common-layout-cells: "buf_4 (65), ha_1 (16), nand2_1 (15)"
  lay_top_count: "buf_4"
  areaGrowthSynthToFinish_pct: 81.03
  fin_area_mm2: 0.002245
power:
  powerDensity_mw_per_mm2: 85.64
  p_leak_nw: 1.002
  vdd_ir_drop_max_v: 0.00002145
hold_path:
  hp-start: "state"
  hp-class: "primary input to primary output"
  hold_depth: 3
logic_synthesis:
  top_cell_area_share_pct: 19.17
  top_cells_by_area: "ha_1 (19%), nand2_1 (4.8%), a21oi_1 (4.4%), inv_1 (3.9%), a211oi_1 (3.0%)"
  synthAoiAreaFrac_pct: 38.35
  ys_sh_xor_pct: 0.7064
  synth_area_mm2: 0.001240
  ys_sh_simple_pct: 26.54
  ys_warn_count: 0
  syn_avg_cell_area_um2: 7.381
  ys_area_mm2: 0.001240
  top_area_cell: "ha_1"
  ys_top_logic_family: "AND-OR/OR-AND gates"
  yosysCellCount: 168
  mux_area_share_pct: 5.146
  synth.distinct_cells: 61
  syn_inst: 168
  ys_seq_share_pct: 0
  adder_share_pct: 19.17
routing:
  drc: 0
  wl_per_cell_um: 12.75
  vias: 1568
  wirelength_um: 4527
  drt_iter0_markers: 96
  via_per_inst: 4.417
  first_pass_iters: 4
  antenna_left: 0
  diodes: 0
place:
  portBuffers: 23
  placed_area_mm2: 0.002007
  place_congestion: 0.9209
  hpwl_um: 3599
final_timing:
  fin_crit_ns: 4.453
  hold_viol: 0
  slew_headroom_pct: 72.40
  finalClockPeriodUsage_pct: 96.81
  rsz0062_at_grt: "no"
  timing.final.max_slew_violations: 0
  worst_slew_pin_slew_ns: 0.4112
  fmax_mhz: 224.5
  setup_viol: 0
clock_tree:
  hold_buffers: 0
status:
  status: "completed"
[layer usage]
metal | vias up | wire (um)
li1 | 799 | -
met1 | 736 | 2101
met2 | 27 | 2216
met3 | 6 | 165
met4 | 0 | 44
met5 | - | 0
[synth_stat cells, drive strengths merged, types with 4 or more instances]
master	instances
nand2b	9
o221ai	4
nor2	6
a311oi	4
and2	4
o21ai	11
a21oi	11
a211oi	5
ha	19
a31oi	4
buf	8
nand2	16
nor2b	5
inv	15
[final cells by class]
type,count,area (um2)
inverter,15,56.30
multi-input combinational,144,1244
fill,805,5483
tap,102,127.6
timing repair buffer,94,817.0
[worst min path at each step]
stage / end / slack, ns
4_1_cts: hex_high[0] / 3.05
5_1_grt: hex_low[2] / 2.86
6_report: hex_low[2] / 2.75
[critical path: stages]
cell and delay (ns):
clkdlybuf4s50_1 0.54, and2_2 0.22, nor2_1 0.06, o31a_1 0.29, o41ai_2 0.22, buf_4 0.16, nand2b_1 0.13, ha_1 0.33
inv_1 0.04, o21ai_0 0.15, clkdlybuf4s50_1 0.49
[cell families after synthesis]
logic type | count (synthesis)
xor gates and xnor gates | 1
AOI/OAI and AO/OA | 62
muxes | 5
and+or+nand+nor | 56
adders and majority gates | 19
buffers and inverters | 25
[power breakdown]
group | total [mW] | leakage, nW | switching [mW] | internal [mW]
Sequential | 0 | 0 | 0 | 0
Clock | 0 | 0 | 0 | 0
Combinational | 0.192 | 1.00 | 0.0844 | 0.108
Total | 0.192 | 1.00 | 0.0844 | 0.108
[repair_timing]
item / in CTS / in global routing
gates resized: 35 / 12
pin swaps: 5 / 8
setup endpoints to repair: 14 / 12
cloned: 1 / 1
setup buffers: 4 / 4
[through the flow]
stage / std cells / power [mW] / setup TNS, ns / worst slack [ns] / hold slack [ns]
4_1_cts: 350 / 0.1872 / -0.001521 / -0.001521 / 3.054
2_1_floorplan: 168 / 0.08177 / 0 / 0.5698 / 1.976
6_report: 355 / 0.1922 / 0 / 0.1465 / 2.754
3_3_place_gp: 345 / 0.1710 / -3.004 / -0.3935 / 3.035
3_5_place_dp: 345 / 0.1712 / -3.441 / -0.4198 / 3.057
5_1_grt: 355 / 0.2104 / 0 / 0.007440 / 2.857
No activity file was given, so power comes from the tool's default toggle rates.
